==> design/flow/design.v <==
`timescale 1ns / 1ps
module mux(A,B,sel,out);
    input [31:0] A;
        input [31:0] B;
        input sel;
        output [31:0] out;
        assign out=sel?A:B;
endmodule
==> design/flow/run.sh <==
#!/bin/bash
# OpenROAD 26Q1-2900-gdf79404cd8, Yosys 0.63+post, stock flow scripts
make -C /OpenROAD-flow-scripts/flow DESIGN_CONFIG=/design/flow/config.mk WORK_HOME=/design/flow/orfs finish
==> design/flow/config.mk <==
export PLATFORM = sky130hd
export DESIGN_NAME = mux
export DESIGN_NICKNAME = mux
export VERILOG_FILES = /design/flow/design.v
export SDC_FILE = /design/flow/constraint.sdc
export NUM_CORES = 4
export LEC_CHECK = 1
export CORE_AREA = 10 10 70 70
export DIE_AREA = 0 0 80 80
==> design/flow/constraint.sdc <==
current_design mux

set clk_period 1.0
set clk_io_pct 0.2

create_clock -name clk0 -period $clk_period

set non_clock_inputs [all_inputs -no_clocks]
set_input_delay [expr $clk_period * $clk_io_pct] -clock clk0 $non_clock_inputs
set_output_delay [expr $clk_period * $clk_io_pct] -clock clk0 [all_outputs]
==> run notes <==
flow finished, numbers: Post-synth seq share=0%, DR pass1 iterations=2, synthesized cell area=544 um^2, die area=6400 um^2, Slew headroom=roughly 90%, post-synth cell types=4, failing checks=setup timing, share of layout cells above drive strength 1=a little over half, WL per Instance=14.9 um, Post-synth top cells=mux2_4 (30), buf_12 (3), mux2_2 (2), yosys warns=0, initial antenna violation count=0, fin crit share=117%, hold_buf cts=0, crit path time final=1.17 ns, Detailed Place HPWL=roughly 2.4 mm, Hold WS=just under 0.7 ns, Die Width=80 um, Max-area cell share=82.8%, row count=21, critical path class=in2out, Worst VDD drop=0.161 mV, final hold vios=0, Vias/cell=3.77, total power=619 uW, Seq. cell area=0 um^2, I/O Buffers=97, critical path, cell by cell=clkdlybuf4s50_1 -> mux2_4 -> buf_6, Crit path depth=3, fmax=0.852 GHz, CP required=0.80 ns, min-delay worst type=in2out, yosys aoi share=0%, area fraction in and, or, nand and nor cells=0%, Worst setup EP type=primary output, DR iter-0 viols=3, Worst EP arrival=0.97 ns, fp util=15.9%, Setup crit start kind=input port, count of tool warnings=34, chip height=80 um, flip-flops=0, Max FO, Critical Path=1, crit path to=out[27], Inserted Diodes=0, Crit path max-delay family=buffers and inverters, Core ar.=3420 um^2, Synth Area in Adders=0%, fin area=between 1500 and 2000 um^2, YS chip area=544 um^2, routed vias=between 600 and 700, Dominant combinational family=multiplexers, GP Congestion=0.758, synthesis-to-finish area growth=191%, Worst Max-Slew Pin Slew=0.111 ns, Crit-path slowest cell=clkdlybuf4s50_1, P_leak=0.887 nW, final-layout clock buffer total=0, Post-synth mux share=between 80% and 90%, Worst Setup SP=A[27], Area after DPL=1520 um^2, Top cells by area=mux2_4 (83%), buf_12 (11%), mux2_2 (4.1%), GRT Util Overall=7.64%, worst path bufs/invs=2, Max-cap violations=0, post-synthesis average cell area=15.1 um^2, first-pass GRT wire length=4.00 mm, yosys cell count=36, Synth area leader=mux2_4, Final WS setup=-0.173 ns, status=finished, violations left, GR Overflow Total=0, largest net degree at the start of global routing=11, setup TNS=-3.69 ns, Cell Pwr Density=just under 400 nW/um^2, Residual DRC=0, Ports=97, area fraction in xor and xnor cells=0%, Pins Over Slew Limit=0, Gate Count Post-Synth=36, final setup fails=32, RSZ-0062 raised after global routing=yes, most common cell in the synthesized netlist=mux2_4, Slowest Stage Delay on Critical Path=~0.40 ns, vias in the first global route=751, total wire length=2.72 mm, Routed Antenna Nets=0
## kinds of logic (layout without fill, tap and decap cells)
kind of cell	Yosys count	count (layout)
buf+inv	4	105
mux	32	32
## how the worst min path moves through the flow
stage                 startpoint      end  slack [ns]  depth (start not counted)
final                      B[18]  out[18]        0.69                          3
after global routing       B[27]  out[27]        0.71                          3
after CTS                  B[23]  out[23]        0.80                          3
## worst min-delay path: stages
cell            delay (ns)
dlymetal6s2s_1        0.08
mux2_4                0.13
buf_2                 0.08
## cells in the final DEF (no fill, tap or decap), drive strengths merged
master         netlist  final
dlygate4sd2          0     47
dlymetal6s2s         0      7
buf                  4     41
mux2                32     32
clkdlybuf4s50        0     10
## final cells by class
cell class	count	area, um^2
Multi-Input combinational cell	32	480
Fill cell	345	1830
Tap cell	46	57.6
Timing Repair Buffer	105	1050
## report_power, final
part	total [mW]	switching, mW	internal, mW	leakage (nW)
logic	0.619	0.132	0.487	0.887
registers	0	0	0	0
clock network	0	0	0	0
## stage by stage
step / instances / setup slack (ns) / utilization, %
after global placement: 177 / -0.497 / 44.6
final: 183 / -0.173 / 46.4
after CTS: 183 / -0.174 / 44.6
after floorplan: 36 / 0.0669 / -
after global routing: 183 / -0.196 / 46.4
after detailed placement: 177 / -0.499 / 44.6
## layer usage
metal / GRT usage [%] / share of wire (%)
met2: 13.6 / 50
met1: 8.77 / 37
met4: 0 / 0
met5: 0 / 0
met3: 3.18 / 13
## repair_timing
| action | 4_1_cts | 5_1_grt |
|---|---|---|
| setup buffers | 5 | 0 |
| endpoints found under the setup margin | 32 | 32 |
| gates resized | 170 | 15 |
| cloned | 1 | 0 |
Power figures rest on the tool's default switching activity, not on a simulated workload.
