File: design/flow/config.mk
export PLATFORM = sky130hd
export DESIGN_NAME = ALU
export DESIGN_NICKNAME = ALU
export VERILOG_FILES = /design/flow/design.v
export SDC_FILE = /design/flow/constraint.sdc
export NUM_CORES = 4
export LEC_CHECK = 1
export CORE_UTILIZATION = 50
File: design/flow/design.v
`timescale 1ns / 1ps
module ALU(A,B,out, ALU_op,Zero);
        input [31:0] A;
        input [31:0] B;
        input [3:0] ALU_op;
        output reg [31:0] out;
        output Zero;
        assign Zero=(out==32'd0);
        always @(*) begin
            case(ALU_op)
                4'b0000:out=A+B; 
                4'b0111:out=A&B; 
                4'b0110:out=A|B;
                4'b0100:out=A^B;
                4'b0010:out=A<B;
                4'b0001:out=A<<B;
                4'b1000:out=A-B;
                default:out=A+B; 
            endcase
        end
endmodule
File: design/flow/run.sh
#!/bin/bash
# OpenROAD 26Q1-2900-gdf79404cd8, Yosys 0.63+post, stock flow scripts
make -C /OpenROAD-flow-scripts/flow DESIGN_CONFIG=/design/flow/config.mk WORK_HOME=/design/flow/orfs finish
File: design/flow/constraint.sdc
current_design ALU

set clk_period 19.9
set clk_io_pct 0.2

create_clock -name clk0 -period $clk_period

set non_clock_inputs [all_inputs -no_clocks]
set_input_delay [expr $clk_period * $clk_io_pct] -clock clk0 $non_clock_inputs
set_output_delay [expr $clk_period * $clk_io_pct] -clock clk0 [all_outputs]
==> results.cfg <==
; generated from flow reports
[worst_hold_path]
hp-start = B[2]
worst_hold_path.endpoint = out[2]
hold_path_class = input pin to output port
holdPathStages = 5

[global_routing]
grt.total_usage_pct = 41.4
grt_pass1_vias = 8243
antenna_found_initial = 0
grt_pass1_wl_mm = 49.0
grt_max_degree = 64
grt_overflow = 0

[setup_path]
cp_top_family = AND-OR/OR-AND gates
crit_required_ns = 15.92
arrival_ns = 9.79
cp_slowest_cell = a2111oi_2
cp-end-kind = output port
cp_num_buf_inv = 5
critPathKind = input pin to output port
setup.worst_path.start_class = input pin
max_stage_delay_ns = 0.80
crit_path_max_fanout = 28
path_cells = clkdlybuf4s50_1 > buf_4 > clkinv_1 > ha_1 > inv_1 > o221ai_1 > a2111oi_2 > o21ai_1 > a22oi_1 > o21ai_1 > nor2_1 > o21ai_0 > nor4_1 > nand3_1 > nor4_2 > clkdlybuf4s50_1

[detailed_routing]
drt_iter0_markers = 1153
avgViaCountPerCell = 6.87
dr_wl_met2_mm = 13.3
wl_met1_mm = 13.2
route.met3.wl_mm = 4.57
via_count = 9163
drt_pre_antenna_iters = 22
num_antenna_cells = 0
drcViolationCount = 0
highest_layer = met4
wl_per_cell_um = 23.9
antenna_left = 0
wirelength_mm = 31.9

[power]
p_seq_share_pct = 0
power-per-cell-area_nw_per_um2 = 31.7
p_leak_nw = 3.60
power_w = 0.000272
ir_worst_vdd_mv = 0.0168
p_clk_share_pct = 0
p_sw_share_pct = 58.1
combPwrFrac_pct = 100.0
p_int_w = 0.000114
p_sw_w = 0.000158

[sta]
finalSetupViolCount = 0
finalMaxSlewViolations = 0
finalHoldViolCount = 0
rsz0062_at_grt = false
tightest_slew_ns = 0.870
fin_crit_ns = 13.77
fin_tns_setup_ns = 0
fmax_mhz = 72.6
setup_ws_ns = 6.13
min_period_over_period_pct = 69.2
slew-limit-headroom_pct = 41.5

[logic_synthesis]
synthCells = 1109
synth_seq_share_pct = 0
topCellsByArea = ha_1 16%, mux4_2 8.4%, a21oi_1 6.4%
synth_area_sq_um = 7540
yosysMostFrequentCell = nand2_1
yosysWarnings = 1
ys_cells = 1109
top_cells_by_count = 102 x nand2_1, 97 x a21oi_1, 97 x nor2_1
synth_top_area_share_pct = 15.9
synthDistinctLibCells = 93
syn_avg_cell_area_sq_um = 6.80
yosysChipArea_sq_um = 7540
yosys.area.top_type = ha_1

[placement]
place_hpwl_mm = 25.0
io_buffer_count = 101
post-place-ws_ns = 6.33
dp_cells = 1334
gp_congestion = 1.06

[cells_and_area]
seq_area_sq_um = 0
fill_cells = 1401
logic_area_sq_um = 6870
synthToLayoutAreaGrowth_pct = 13.9
drive_above_1_share_pct = 7.65
ff_count = 0
final_util_pct = 58.7
layoutNonFillerInstCount = 1334
clock_buffers = 0

[floorplan]
fp-utilization_pct = 51.5
die_h_um = 125
coreArea_sq_um = 14600
pin_count = 101
fp.dieW_um = 125
dieArea_sq_um = 15600
rows = 44

[clocking]
post_cts_buffers = 0
postCtsHoldBufs = 0
post_cts_resized = 0

[status]
status = finished, final reports clean

[flow_run]
max_cap_viol_count = 0
warning_count = 97
-- power groups by stage --
stage | Sequential [W] | Combinational [W] | Clock (W)
4_1_cts | 0 | 0.000265 | 0
6_report | 0 | 0.000272 | 0
5_1_grt | 0 | 0.000292 | 0
-- how the worst max path moves through the flow --
stage,slack [ns],end,depth (start not counted),startpoint
4_1_cts,6.32,Zero,16,B[3]
5_1_grt,5.69,Zero,16,B[3]
6_report,6.13,Zero,16,B[3]
-- through the flow --
step                area (sq um)  hold WS [ns]
detailed placement          8590          9.17
finish                      8590          9.18
floorplan                   7540          8.14
global route                8590          9.22
CTS                         8590          9.18
global placement            8590          9.18
-- logic make-up (layout without fill, tap and decap cells) --
logic type               Yosys count  in the layout  synth area share (%)
AND-OR/OR-AND                    390            390                  35.3
XOR/XNOR                          13             13                  1.51
adder cells (fa/ha/maj)           98             98                  16.5
buffers and inverters            173            214                  9.06
multiplexers                      65             65                  13.5
AND/OR/NAND/NOR                  370            370                  24.2
-- layer usage --
layer	vias to the layer above	track usage, %
met1	4189	63.1
met5	-	0
met2	647	59.5
met4	0	10.8
met3	62	8.41
li1	4265	-
-- cell type report --
cell class	count	area share, %
Tap cell	184	2.68
Timing Repair Buffer	120	13.2
Inverter	94	4.11
Multi-Input combinational cell	936	80.0
-- placed cells by master (no fill, tap or decap), drive strengths merged, types with 9 or more instances in the layout --
| cell type | Yosys | final |
|---|---|---|
| xnor2 | 10 | 10 |
| mux4 | 28 | 28 |
| a21o | 19 | 19 |
| and2 | 11 | 11 |
| nand3 | 29 | 29 |
| a21oi | 98 | 98 |
| and3 | 9 | 9 |
| nor3 | 26 | 26 |
| mux2i | 23 | 23 |
| or3 | 10 | 10 |
| inv | 93 | 93 |
| o22ai | 13 | 13 |
| o221ai | 9 | 9 |
| nor4 | 25 | 25 |
| nand4 | 13 | 13 |
| a22oi | 9 | 9 |
| mux2 | 14 | 14 |
| a211oi | 22 | 22 |
| buf | 31 | 22 |
| nand2b | 12 | 12 |
| clkdlybuf4s50 | 0 | 98 |
| ha | 96 | 96 |
| o21ai | 67 | 67 |
| a31oi | 16 | 16 |
| o31ai | 13 | 13 |
| nor2 | 97 | 97 |
| nand2 | 102 | 102 |
| o21bai | 9 | 9 |
| o211ai | 24 | 24 |
Power figures rest on the tool's default switching activity, not on a simulated workload.
