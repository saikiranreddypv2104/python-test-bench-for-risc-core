==> ./constraint.sdc <==
current_design register_memory

set clk_period 15.7
set clk_io_pct 0.2

create_clock -name clk0 -period $clk_period [get_ports {clk}]

set non_clock_inputs [all_inputs -no_clocks]
set_input_delay [expr $clk_period * $clk_io_pct] -clock clk0 $non_clock_inputs
set_output_delay [expr $clk_period * $clk_io_pct] -clock clk0 [all_outputs]
==> ./config.mk <==
export PLATFORM = sky130hd
export DESIGN_NAME = register_memory
export DESIGN_NICKNAME = register_memory
export VERILOG_FILES = /design/flow/design.v
export SDC_FILE = /design/flow/constraint.sdc
export NUM_CORES = 4
export LEC_CHECK = 1
export CORE_UTILIZATION = 40
==> ./run.sh <==
#!/bin/bash
# OpenROAD 26Q1-2900-gdf79404cd8, Yosys 0.63+post, stock flow scripts
make -C /OpenROAD-flow-scripts/flow DESIGN_CONFIG=/design/flow/config.mk WORK_HOME=/design/flow/orfs finish
==> ./design.v <==
`timescale 1ns / 1ps
module register_memory(clk,reset,read_reg_1,read_reg_2,write_reg,write_data,RegWrite,data1,data2);
    input [4:0] read_reg_1,read_reg_2,write_reg;
    input [31:0] write_data;
    output [31:0] data1,data2;
    input clk,RegWrite,reset;
    reg [31:0] memory [31:0];
    assign data1=memory[read_reg_1];
    assign data2=memory[read_reg_2];
    integer i;
    always @(negedge clk) begin
        memory[0]=0; 
        if (reset) begin
            for(i=1;i<32;i=i+1) begin
                memory[i]<=i;
            end
        end
        else if(RegWrite) begin
            memory[write_reg]=write_data;
        end
    end
endmodule
==> run summary <==
The implementation run finished. The run finished with clean final reports. Vias per cell landed at roughly 5.6. Combinational cell area excluding buffers and inverters landed at 23,400 sq um. The CTS report gives the tree buffer count as around 120. The report lists the cells along the critical path as mux2i_1 > a22o_1 > nor3_1 > a31oi_1 > nand3_1 > clkdlybuf4s50_1.

Total I/O pin count landed at around 110. The largest registers in the layout are memory (1024). Initial core utilization landed at around two fifths.

In the CTS report, the clock slew at the register clock pins of the worst setup and hold paths is listed as 40 ps. The share of total power dissipated in the clock network is between 40 and 50%. The tree is rooted in a clkbuf_16. Final global-route overflow total landed at 0. Maximum number of buffers from clock root to sink landed at 3. Remaining antenna violation count landed at 0. Average instance area after synthesis landed at about 12 sq um. Setup repair after global routing left no endpoint under its margin. HPWL reported at the end of detailed placement landed at approximately 110 mm. In the final layout, flip-flops and latches occupy approximately 30,000 sq um. Count of yosys warnings during synthesis landed at 1.

Counting flops with an async set or reset pin after synthesis yields a share of 0%. Largest driver fanout on the critical path landed at 2. Vertical extent of the die landed at 375.4 um. Switching power total landed at 0.002367 W. The detailed router placed 41.75k vias in this run. TritonCTS sink count landed at 1,024.

The worst setup path is captured at a primary output. The synthesized design contains around 1k register bits. Post-route setup TNS landed at 0 ps. Worst path required time landed at roughly 13,000 ps. After synthesis, the chip area reported by Yosys is 55,780 sq um. Count of distinct cell types in the synthesized netlist landed at 33.

Number of violations of the max-capacitance limit landed at 0. The timing report attributes the biggest portion of critical-path delay to AND-OR/OR-AND gates. In the synthesized netlist the dominant register cell turns out to be edfxtp_1. Post-route standard cell area excluding fillers landed at between 60,000 and 70,000 sq um. Ranked by flip-flop count, first place goes to memory. The pre-antenna-repair detailed-routing pass consisted of 6 iterations. On the critical path, the stage with the largest delay is an instance of a31oi_1. At the worst endpoint, the arrival time is around 11,000 ps.

The first global-routing pass estimated 275.4 mm of wire. Checking max transition, the worst relative margin is a little over a quarter. DRC violation count after routing landed at 0. Of the cells placed in the final design, the portion with a size suffix greater than 1 is ~7.6%.

Global placement routability congestion landed at ~0.90. Met2 wire length landed at 86.84 mm. Signal nets in the final route climb as high as met5. Routed length per placed instance landed at 25.58 um. Post-CTS repair changed the size of 0 cells. Total power normalized to cell area comes to about 120 nW/um^2.

Via count of the first global-routing pass landed at 44.41k. Floorplan die width landed at between 300 and 400 um. Count of mapped cells out of synthesis landed at ~4.7k. Static leakage power landed at just under 30 nW. Sequential group share of total power landed at a little over two fifths. Across all stage logs, warnings added up to ~1.0k. VDD sags by at most approximately 0.098 mV. Mapped cell area landed at roughly 56,000 sq um.

For the pin with the worst max-slew slack, the measured transition is about 1100 ps. Maximum number of pins on one net before global-route repair landed at a little over 90. After floorplanning, the core was sized to cover around 140,000 sq um. Per the CTS log, the maximum H-tree level is 3. In the final layout, the fill cell count is around 12k.

Per the final timing report, the hold violations number 0. The number of antenna violations at the first check in global routing was 7. Per the post-place timing report, worst setup slack is approximately 1600 ps. Per the detail_route log, met3 wirelength is 24.76 mm. Number of buffers and inverters on the critical path landed at 1. The wire length recorded after detailed routing is 191.8 mm. Worst stage delay on the critical path landed at between 500 and 600 ps. The placement stage leaves a total instance area of a little under 60,000 sq um. The die covers ~140,000 sq um.

TritonCTS built the clock tree. Of the total power, the share spent switching nets is a little under a third. The worst hold path belongs to the class input pin to primary output. Antenna cell count landed at 0. By startpoint and endpoint, the worst setup path is classified as flip-flop to primary output. Per the Yosys statistics, synthesis produced around 4.7k cells.

Buffers added to address setup during post-CTS repair amount to 0. In this run, the number of DRC markers left after iteration 0 of detailed routing was between 2k and 3k. The area growth from synthesis to layout is 18.78%. The post-synth count of flops with an enable pin is 992. Number of port buffers landed at around 110. The internal portion of the total power is between 0.005 and 0.006 W. STA classifies the critical path startpoint as a flip-flop. Flip-flop count of the largest register after layout landed at ~1.0k. Combinational logic burns between 10% and 20% of the power. For this run, the total global-route usage over all layers was measured as between 20% and 30%. Count of standard-cell rows landed at ~140. Post-cts hold buffer count landed at 0. Total of endpoints with negative setup slack in the final report landed at 0. Least setup slack across all paths after layout landed at ~1800 ps.

In the final report, the number of pins over their slew limit comes to 0. Met1 wire length landed at approximately 70 mm. Sequential cells were found to cover around 55% of the synthesized design area.
-- stage by stage --
| stage | utilization (%) | power [W] | instances | hold WS (ps) |
|---|---|---|---|---|
| after detailed placement | 42.52 | 0.004424 | 6268 | 7499 |
| after global routing | 48.07 | 0.008242 | 7499 | 7568 |
| after floorplan | - | 0.004087 | 4656 | 6541 |
| after CTS | 48.07 | 0.007879 | 7499 | 7504 |
| after global placement | 42.52 | 0.004417 | 6268 | 7485 |
| final | 48.07 | 0.007768 | 7499 | 7497 |
-- routing by layer --
| layer | up-vias | GRT usage [%] |
|---|---|---|
| li1 | 18990 | - |
| met1 | 20140 | 36.24 |
| met2 | 2196 | 40.61 |
| met3 | 411 | 16.87 |
| met4 | 14 | 14.44 |
| met5 | - | 0.2058 |
-- worst min-delay path, stage by stage --
cell	delay (ps)
buf_8	250
mux2i_1	220
nand2_1	60
nand3_1	70
nand3_1	130
clkdlybuf4s50_1	440
-- worst paths after layout --
path	start	end	slack (ps)	depth (start not counted)
max	memory[5][3]$_SDFFCE_NN0P_	data1[3]	1830	6
min	read_reg_2[1]	data2[14]	7500	6
-- layout make-up --
cell class | instances | share of cell area, %
well taps | 1794 | 3.388
flip-flops and latches | 1024 | 45.93
clock buffers | 120 | 4.532
multi-input cells | 3167 | 35.32
clock inverters | 1112 | 7.023
repair buffers | 282 | 3.807
-- synthesized netlist by cell type, types with 32 or more instances --
cell type | instances | area share [%]
mux2i_1 | 1024 | 18
edfxtp_1 | 992 | 53
and2_1 | 946 | 11
clkbuf_1 | 254 | 1.7
nand2_1 | 195 | 1.3
nand3_1 | 193 | 1.7
a21oi_1 | 192 | 1.7
a22oi_1 | 192 | 2.6
a22o_1 | 128 | 2.0
or3_1 | 81 | 0.91
buf_4 | 66 | 0.89
buf_2 | 65 | 0.58
a31oi_1 | 64 | 0.72
nor3_1 | 64 | 0.57
clkbuf_2 | 45 | 0.40
or2_2 | 33 | 0.37
dfxtp_1 | 32 | 1.1
-- power groups by stage --
stage     registers, W  clock network, W  logic, W
6_report       0.00324           0.00375  0.000777
5_1_grt        0.00325           0.00417  0.000821
4_1_cts        0.00324           0.00387  0.000771
-- cell families after synthesis --
group                  share of synthesized area, %
and+or+nand+nor                               16.16
buffers and inverters                         3.874
AOI/OAI and AO/OA                             7.035
muxes                                         18.38
DFF                                           54.55
-- cell usage in the layout, fill, tap and decap left out, types with 120 or more instances in the layout --
cell type and instances:
inv_1 1052, mux2i_1 1024, edfxtp_1 992, and2_1 944
nand2_1 193, nand3_1 193, a22oi_1 192, a21oi_1 192
buf_4 160, a22o_1 128, clkbuf_16 120
No activity file was given, so power comes from the tool's default toggle rates.
